==> flow/design.v <==
`timescale 1ns / 1ps
task automatic detect_AABB_collision;
    input [9:0] x1, y1, x2, y2;
    input [9:0] width1, height1, width2, height2;
    output reg col;
    reg AToRightOfB;
    reg AToLeftOfB;
    reg AAboveB;
    reg ABelowB;
    begin
        AToRightOfB = x1 > (x2 + width2 - 1);
        AToLeftOfB = (x1 + width1 - 1) < x2;
        AAboveB = y1 < (y2 - height2 + 1);
        ABelowB = (y1 - height1 + 1) > y2;
        col = !(AToRightOfB || AToLeftOfB || AAboveB || ABelowB);
    end
endtask
module lizard_resolver(
        input clk,
        input en,
        input [9:0] lizard_xPos, lizard_yPos,
        input [4:0] lizard_xSpeed,
        input lizard_xDir,
        input [2:0] blockType,
        output reg [9:0] x, y,
        output reg valid,
        output reg [1:0] col
    );
    localparam LIZARD_WIDTH = 32,
               LIZARD_HEIGHT = 32;
    localparam idle = 2'd0,
               check_left = 2'd1,
               check_right = 2'd2,
               done = 2'd3;
    reg [2:0] state;
    initial begin
        state <= idle;
    end
    reg [9:0] nextX;
    reg collided;
    always @(posedge clk) begin
        case (state)
            idle: begin
                if (en) begin
                    col <= 0;
                    valid <= 0;
                    nextX = lizard_xDir == 1'b0
                    ? lizard_xPos - lizard_xSpeed
                    : lizard_xPos + lizard_xSpeed;
                    x <= nextX;
                    y <= lizard_yPos;
                    state <= check_left;
                end
            end
            check_left: begin
                state <= check_right;
                x <= nextX + (LIZARD_WIDTH - 1);
                y <= lizard_yPos;
            end
            check_right: begin
                state <= done;
                valid <= 1;
            end
            done: begin
                if (!en)
                    state <= idle;
            end
        endcase
        if (state >= check_left && state <= check_right) begin
            case (blockType)
                3'd1: collided = 1;
                3'd4: collided = 1;
                default: collided = 0;
            endcase
            if (collided)
                if (lizard_xDir == 1'b0)
                    col[1] <= 1;
                else
                    col[0] <= 1;
        end
    end
endmodule
module blade_resolver(
        input clk,
        input en,
        input [9:0] blade_xPos, blade_yPos,
        input [4:0] blade_xSpeed,
        input blade_xDir,
        input [9:0] block_xPos, block_yPos,
        output reg blockCol,
        input [9:0] lizard_xPos, lizard_yPos,
        output reg lizardKillCol,
        input [2:0] blockType,
        output reg [9:0] x, y,
        output reg valid,
        output reg col
    );
    localparam BLADE_WIDTH = 28,
               BLADE_HEIGHT = 16;
    localparam idle = 3'd0,
               check_bl = 3'd1,
               check_ul = 3'd2,
               check_ur = 3'd3,
               check_br = 3'd4,
               done = 3'd5;
    reg [2:0] state;
    initial begin
        state = idle;
    end
    reg [9:0] bNextX;
    reg collided;
    reg collidedWithBlock;
    reg collidedWithLizard;
    always @(posedge clk) begin
        case (state)
            idle: begin
                if (en) begin
                    col <= 0;
                    blockCol <= 0;
                    lizardKillCol <= 0;
                    valid <= 0;
                    bNextX = blade_xDir == 1'b0
                    ? blade_xPos - blade_xSpeed
                    : blade_xPos + blade_xSpeed;
                    x <= bNextX;
                    y <= blade_yPos;   
                    state <= check_bl;
                end
            end
            check_bl: begin
                state <= check_ul;
                x <= bNextX;
                y <= blade_yPos - (BLADE_HEIGHT - 1);
            end
            check_ul: begin
                state <= check_ur;
                x <= bNextX + (BLADE_WIDTH - 1);
                y <= blade_yPos - (BLADE_HEIGHT - 1);
            end
            check_ur: begin
                state <= check_br;
                x <= bNextX + (BLADE_WIDTH - 1);
                y <= blade_yPos;
            end
            check_br: begin
                state <= done;
                valid <= 1;
            end
            done: begin
                if (!en)
                    state <= idle;
            end
        endcase
        if (state >= check_bl && state <= check_br) begin
            case (blockType)
                3'd0: collided = 0;
                3'd3: collided = 0;
                3'd4: collided = 0;
                default: collided = 1;
            endcase
            if (state == check_bl) begin
                detect_AABB_collision(
                        x, y, block_xPos, block_yPos,
                        BLADE_WIDTH, BLADE_HEIGHT, 32, 32, collidedWithBlock
                    );
                detect_AABB_collision(
                        x, y, lizard_xPos, lizard_yPos,
                        BLADE_WIDTH, BLADE_HEIGHT, 32, 32, collidedWithLizard
                    );
            end
            if (collided || collidedWithBlock || collidedWithLizard)
                col <= 1;
            if (collidedWithBlock) begin
                blockCol <= 1;
            end
            if (collidedWithLizard) begin
                lizardKillCol <= 1;
            end
        end
    end
endmodule
module player_resolver(
        input clk,
        input en,
        input [9:0] player_xPos, player_yPos,
        input [4:0] player_xSpeed, player_ySpeed,
        input player_xDir, player_yDir,
        input [9:0] block_xPos, block_yPos,
        input [9:0] lizard_xPos, lizard_yPos,
        input [2:0] blockType,
        output reg [9:0] x, y,
        output reg valid,
        output reg [3:0] col,
        output reg playerKill,
        output reg playerWin
    );
    localparam TOP_COL = 4'd3,
               RIGHT_COL = 4'd2,
               BOT_COL = 4'd1,
               LEFT_COL = 4'd0;
    reg [3:0] state;
    reg [9:0] nextX, nextY;
    reg [9:0] xCheck, yCheck;
    reg checkingHor;
    reg collided;
    reg collidedWithBlock;
    reg collidedWithLizard;
    localparam
        idle = 4'd0,
        horizontal = 4'd1,
        vertical = 4'd2,
        check_bl = 4'd3,     
        check_ul = 4'd4,    
        check_ur = 4'd5,    
        check_br = 4'd6,    
        checked = 4'd7,
        done = 4'd8;
    localparam left = 1'b0,
               right = 1'b1,
               down = 1'b0,
               up = 1'b1;
    initial begin
        state = idle;
    end
    always @ (posedge clk) begin
        case (state)
            idle: begin
                if (en) begin
                    state <= horizontal;
                    valid <= 0;
                    col <= 4'b0000;
                    playerKill <= 0;
                    playerWin <= 0;
                end
            end
            horizontal: begin
                nextX = player_xDir == left
                ? player_xPos - player_xSpeed
                : player_xPos + player_xSpeed;
                nextY = player_yPos;
                x <= nextX;
                y <= nextY;
                state <= check_bl;
                checkingHor <= 1;
            end
            vertical: begin
                nextX = player_xPos;
                nextY = player_yDir == down
                ? player_yPos + player_ySpeed
                : player_yPos - player_ySpeed;
                x <= nextX;            
                y <= nextY;
                state <= check_bl;
                checkingHor <= 0;
            end
            check_bl: begin
                state <= check_ul;
                x <= nextX;            
                y <= nextY - 10'd31;
            end
            check_ul: begin
                state <= check_ur;
                x <= nextX + 10'd31;   
                y <= nextY - 10'd31;
            end
            check_ur: begin
                state <= check_br;
                x <= nextX + 10'd31;   
                y <= nextY;
            end
            check_br: state <= checked;
            checked: begin
                if (checkingHor == 1)
                    state <= vertical;
                else begin
                    valid <= 1;
                    state <= done;
                end
            end
            done: begin
                if (!en) begin
                    state <= idle;
                end
            end
        endcase
        if (state >= check_bl && state <= check_br) begin
            case (blockType)
                3'd1: collided = 1;
                3'd2: begin
                    if (player_yDir == down)
                        collided = 1;
                    else
                        collided = 0;
                end
                3'd3: playerWin <= 1;
                default: collided = 0;
            endcase
            if (state == check_bl) begin
                detect_AABB_collision(
                        x, y, block_xPos, block_yPos,
                        10'd32, 10'd32, 10'd32, 10'd32, collidedWithBlock
                    );
                detect_AABB_collision(
                        x, y, lizard_xPos, lizard_yPos,
                        10'd32, 10'd32, 10'd32, 10'd32, collidedWithLizard
                    );
            end
            if (collided || collidedWithBlock)
                if (checkingHor)
                    if (player_xDir == left)
                        col[LEFT_COL] <= 1;
                    else
                        col[RIGHT_COL] <= 1;
                else
                    if (player_yDir == down)
                        col[BOT_COL] <= 1;
                    else
                        col[TOP_COL] <= 1;
            if (collidedWithLizard)
                playerKill <= 1;
        end
    end
endmodule
module collision_resolver(
        input clk,
        input sim_clk,
        input [31:0] playerState,
        output reg [3:0] playerCol,
        output reg playerKill,
        output reg playerWin,
        input [26:0] bladeState,
        output reg bladeCol,
        input [31:0] lizardState,
        output reg [1:0] lizardCol,
        output reg lizardKillCol,
        input [19:0] blockPos,
        output reg blockCol,
        input [2:0] blockType1,
        output [9:0] x1, y1,
        input [2:0] blockType2,
        output [9:0] x2, y2,
        input [2:0] blockType3,
        output [9:0] x3, y3
    );
    reg [9:0] player_xPos, player_yPos;
    reg [4:0] player_xSpeed, player_ySpeed;
    reg player_xDir, player_yDir;
    wire tempPlayerKill;
    wire tempPlayerWin;
    wire [3:0] temp_col;
    reg playerEn;
    wire playerValid;
    reg [9:0] blade_xPos, blade_yPos;
    reg [4:0] blade_xSpeed;
    reg blade_xDir;
    wire tempBladeCol;
    reg bladeEn;
    wire bladeValid;
    reg [9:0] lizard_xPos, lizard_yPos;
    reg [4:0] lizard_xSpeed;
    reg lizard_xDir;
    wire [1:0] tempLizardCol;
    wire tempLizardKillCol;
    reg lizardEn;
    wire lizardValid;
    reg [9:0] lizard_nextX;
    reg [9:0] block_xPos, block_yPos;
    wire tempBlockCol;
    reg sim_clk_s, sim_clk_ss;
    always @(posedge clk) begin
        sim_clk_s <= sim_clk;
        sim_clk_ss <= sim_clk_s;
    end
    localparam
        init = 3'd0,
        send = 3'd3;
    reg [2:0] state;
    initial begin
        state = init;
        playerEn = 0;
        bladeEn = 0;
        lizardEn = 0;
    end
    always @(posedge clk) begin
        case (state)
            init: begin
                player_xPos <= playerState[31:22];
                player_yPos <= playerState[21:12];
                player_xSpeed <= playerState[11:7];
                player_ySpeed <= playerState[6:2];
                player_xDir <= playerState[1];
                player_yDir <= playerState[0];
                blade_xPos <= bladeState[26:17];
                blade_yPos <= bladeState[16:7];
                blade_xSpeed <= bladeState[6:2];
                blade_xDir <= bladeState[1];
                lizard_xPos <= lizardState[31:22];
                lizard_yPos <= lizardState[21:12];
                lizard_xSpeed <= lizardState[11:7];
                lizard_xDir <= lizardState[1];
                lizard_nextX <= lizardState[1] == 1'b0
                ? lizardState[31:22] - lizardState[11:7]
                : lizardState[31:22] + lizardState[11:7];
                block_xPos <= blockPos[19:10];
                block_yPos <= blockPos[9:0];
                playerEn <= 1;
                bladeEn <= 1;
                lizardEn <= 1;
                state <= send;
            end
            send: begin
                if (sim_clk_ss && playerValid && bladeValid && lizardValid) begin
                    playerCol <= temp_col;
                    bladeCol <= tempBladeCol;
                    lizardCol <= tempLizardCol;
                    lizardKillCol <= tempLizardKillCol;
                    playerKill <= tempPlayerKill;
                    playerWin <= tempPlayerWin;
                    blockCol <= tempBlockCol;
                    playerEn <= 0;
                    bladeEn <= 0;
                    lizardEn <= 0;
                    state <= init;
                end
            end
        endcase
    end
    player_resolver pc(.clk(clk),
                       .en(playerEn),
                       .player_xPos(player_xPos),
                       .player_yPos(player_yPos),
                       .player_xSpeed(player_xSpeed),
                       .player_ySpeed(player_ySpeed),
                       .player_xDir(player_xDir),
                       .player_yDir(player_yDir),
                       .playerKill(tempPlayerKill),
                       .playerWin(tempPlayerWin),
                       .lizard_xPos(lizard_nextX),
                       .lizard_yPos(lizard_yPos),
                       .block_xPos(block_xPos),
                       .block_yPos(block_yPos),
                       .blockType(blockType1),
                       .valid(playerValid),
                       .col(temp_col),
                       .x(x1),
                       .y(y1));
    blade_resolver br(.clk(clk),
                      .en(bladeEn),
                      .blade_xPos(blade_xPos),
                      .blade_yPos(blade_yPos),
                      .blade_xSpeed(blade_xSpeed),
                      .blade_xDir(blade_xDir),
                      .lizard_xPos(lizard_nextX),
                      .lizard_yPos(lizard_yPos),
                      .lizardKillCol(tempLizardKillCol),
                      .block_xPos(block_xPos),
                      .block_yPos(block_yPos),
                      .blockCol(tempBlockCol),
                      .blockType(blockType2),
                      .x(x2),
                      .y(y2),
                      .valid(bladeValid),
                      .col(tempBladeCol)
                     );
    lizard_resolver lr(.clk(clk),
                       .en(lizardEn),
                       .lizard_xPos(lizard_xPos),
                       .lizard_yPos(lizard_yPos),
                       .lizard_xSpeed(lizard_xSpeed),
                       .lizard_xDir(lizard_xDir),
                       .blockType(blockType3),
                       .x(x3),
                       .y(y3),
                       .valid(lizardValid),
                       .col(tempLizardCol)
                      );
endmodule
==> flow/run.sh <==
#!/bin/bash
# OpenROAD 26Q1-2900-gdf79404cd8, Yosys 0.63+post, stock flow scripts
make -C /OpenROAD-flow-scripts/flow DESIGN_CONFIG=/design/flow/config.mk WORK_HOME=/design/flow/orfs finish
==> flow/config.mk <==
export PLATFORM = sky130hd
export DESIGN_NAME = collision_resolver
export DESIGN_NICKNAME = collision_resolver
export VERILOG_FILES = /design/flow/design.v
export SDC_FILE = /design/flow/constraint.sdc
export NUM_CORES = 4
export LEC_CHECK = 1
export CORE_UTILIZATION = 30
==> flow/constraint.sdc <==
current_design collision_resolver

set clk_period 9.8
set clk_io_pct 0.2

create_clock -name clk0 -period $clk_period [get_ports {clk}]

set non_clock_inputs [all_inputs -no_clocks]
set_input_delay [expr $clk_period * $clk_io_pct] -clock clk0 $non_clock_inputs
set_output_delay [expr $clk_period * $clk_io_pct] -clock clk0 [all_outputs]
==> flow_summary.yaml <==
# generated from flow reports
yosys:
  synth_dominant_cell_count: "ha_1"
  synthCells: 1782
  ys_seq_share: 0.4118
  synthAoiAreaFrac: 0.1377
  async_reset_ff_frac: 0
  largest_area_cell: "edfxtp_1"
  edf_count: 244
  avgSynthCellArea_um2: 10.34
  ys_types: 81
  ys_sh_mux: 0.01256
  synthTopCellsByCount: "265 x ha_1, 244 x edfxtp_1, 140 x nand2_1"
  synth-simple-area-share: 0.1479
  ys_warn_count: 4
  ys_ff: 257
  synthTopLogicFamily: "adder cells"
  netlist_area_mm2: 0.01842
  synthFlopType: "edfxtp_1"
  ys_cells: 1782
  top_cell_area_share: 0.3977
  synth-xor-area-share: 0.07416
  yosys_area_mm2: 0.01842
  ys_sh_adder: 0.1854
  ys_top_cells_by_area: "edfxtp_1 40%, ha_1 18%, xnor2_1 4.8%"
floorplanning:
  chipWidth_um: 249.8
  die_h_um: 249.8
  dieArea_mm2: 0.06241
  rows: 90
  coreArea_mm2: 0.06047
  io_pins: 193
  fp-utilization: 0.3047
placed_design:
  io_buffer_count: 185
  gp_congestion: 0.9125
  dp_hpwl_um: 38360
  pre_cts_ws_ns: 4.974
final_timing:
  worst_pin_slew_ns: 0.8018
  finalMaxSlewViolations: 0
  fmax_mhz: 228.1
  finalSetupViolCount: 0
  min_period_ns: 4.384
  finalCritPeriodShare: 0.4474
  fin_skew_ns: 0.05366
  holdWs_ns: 0.3962
  tns_ns: 0
  hold_viol_final: 0
  post-route-worst-setup-slack_ns: 5.416
  rsz0062_at_grt: "no"
  slew_headroom: 0.4655
power:
  finalPower_uw: 2505
  cellLeakagePower_uw: 0.008949
  powerDensity_mw_per_mm2: 112.8
  ir_drop_v: 0.0001468
cts:
  clock-root-buffer: "clkbuf_16"
  cts-resized-gates: 0
  cts.path.max_buffers: 3
  cts_tree: "built"
  insertion_delay_ns: 0.62
  cts_made_buffers: 30
  cts_sinks: 257
  clk_pin_slew_ns: 0.06
  h-tree-depth: 1
  cts_setup_buffers: 0
  cts_hold_buf: 0
detailed_routing:
  insertedDiodeCount: 0
  routed_wl_um: 48480
  vias: 13960
  drt_iter0_drc: 684
  drcViolationCount: 0
  viasPerCell: 5.015
  antenna_left: 0
  firstDrtPassIters: 5
  route.detailed.wl_per_inst_um: 17.42
grt:
  grtUsageTotal: 0.1629
  gr-total-overflow: 0
  grt_max_degree: 53
  grt_pass1_wl_um: 76180
  antenna_found_initial: 0
  grt_pass1_vias: 13790
layout:
  logic_area_mm2: 0.01029
  fill_cells: 5718
  layout-drive-gt1-share: 0.04745
  regArea_mm2: 0.007587
  syn2layout_area_growth_pct: 20.62
worst_hold_path:
  hold_path.class: "reg2reg"
  whs_path_depth: 0
  min_from: "sim_clk_s"
  hold_end: "sim_clk_ss"
critical_path:
  crit_path_end_kind: "flop"
  startpoint_type: "flop"
  crit_arrival_ns: 4.93
  crit_type: "reg2reg"
  required_ns: 10.34
  reg2reg_setup_slack_ns: 5.42
  cp_max_fo: 8
  r2r-start: "pc.y[5]"
  reg2reg_depth: 14
  reg2reg_to: "pc.col[0]"
outcome:
  outcome: "finished, final reports clean"
run:
  warnings: 48
  maxCapViolCount: 0
-- placed cells by master, fill, tap and decap left out, drive strengths merged, types with 7 or more instances in the layout --
master and n:
ha 265, edfxtp 244, clkdlybuf4s50 185, nand2 140, inv 119, nor2 118, xnor2 100, o21ai 97
a21oi 93, nor3 57, xor2 56, clkbuf 43, nand3 40, a21o 38, nand4 33, nor2b 28
or3 20, nand2b 19, o21a 18, mux2 17, and3 17, o211ai 15, nor4 15, a211oi 14
dfxtp 13, o2111ai 12, a31oi 12, nor3b 10, buf 9, and2 9, clkinv 9, o21bai 8
nor4b 8, or4 8, nand3b 7, a22oi 7
-- cell type report --
cell class / instances / area share
inverter: 119 / 0.02021
clock inverter: 13 / 0.007038
multi-input combinational: 1376 / 0.4631
sequential: 257 / 0.3414
clock buffer: 43 / 0.03778
tap: 782 / 0.04403
timing repair buffer: 194 / 0.08637
-- per-stage QoR --
stage	util	cells	area [um2]
after floorplan	-	1782	18420
after global placement	0.3510	2728	21230
after detailed placement	0.3510	2728	21230
after CTS	0.3675	2784	22220
after global routing	0.3675	2784	22220
final	0.3675	2784	22220
-- per-layer routing --
layer  vias up  global-route usage  part of all wire
met5         -                   0                 0
met4         0             0.04762             0.036
met3        79             0.05680             0.090
met2       427              0.2478              0.44
met1      6383              0.2243              0.44
li1       7073                   -                 -
-- kinds of logic (layout without fill, tap and decap cells) --
kind of cell	count (synthesis)	count (layout)
mux	21	21
compound gates	388	388
xor+xnor	156	156
simple gates	541	541
buf+inv	149	369
fa+ha+maj	270	270
flops	257	257
-- worst max-delay path, stage by stage, from the launching register on --
cell	delay (ns)
edfxtp_1	0.69
inv_1	0.13
ha_1	0.35
nor4_2	0.55
nand2_1	0.13
xor2_1	0.16
o21ai_1	0.15
xor2_1	0.11
ha_1	0.21
a211o_1	0.33
a2111oi_0	0.41
o32a_1	0.40
o2111a_1	0.31
a221oi_1	0.16
o21ai_1	0.21
-- worst max path at each step --
stage | from | end | slack [ns] | cells after the start
4_1_cts | pc.y[5] | pc.col[0] | 5.40 | 15
5_1_grt | pc.y[5] | pc.col[3] | 5.02 | 14
6_report | pc.y[5] | pc.col[0] | 5.42 | 14
-- power breakdown --
| group | switching, uW | leakage, uW | internal, uW | total [uW] |
|---|---|---|---|---|
| logic | 68.1 | 0.00589 | 94.3 | 162 |
| clock network | 465 | 0.000481 | 651 | 1120 |
| registers | 19.0 | 0.00258 | 1210 | 1230 |
Power figures rest on the tool's default switching activity, not on a simulated workload.
