==> /design/flow/design.v <==
`timescale 1ns / 1ps
module player(
        input sim_clk,
        input reset,
        input jump_r,
        input playerKill,
        input [3:0] playerCol,
        input [31:0] initPlayerState,
        output [31:0] playerState,
        output reg playerDead
    );
    reg [9:0] xPos, yPos;
    reg [4:0] xSpeed, ySpeed;
    reg xDir, yDir;
    localparam left = 1'b0,
               right = 1'b1,
               down = 1'b0,
               up = 1'b1;
    localparam GRAVITY = 1;
    localparam BOT_COL = 4'd1;
    initial
    begin
        xPos = 10'd176;
        yPos = 10'd99;
        xSpeed = 5'd4;
        ySpeed = 5'd0;
        xDir = right;
        yDir = down;
    end
    wire HOR_COL;
    wire VERT_COL;
    assign HOR_COL = playerCol[0] || playerCol[2];
    assign VERT_COL = playerCol[1] || playerCol[3];
    reg airborne;
    always @(posedge sim_clk) begin
        if (reset) begin
            xPos <= initPlayerState[31:22];
            yPos <= initPlayerState[21:12];
            xSpeed <= initPlayerState[11:7];
            ySpeed <= initPlayerState[6:2];
            xDir <= initPlayerState[1];
            yDir <= initPlayerState[0];
            playerDead <= 0;
        end
        else begin
            xPos <= xDir == left
                 ? xPos - xSpeed
                 : xPos + xSpeed;
            yPos <= yDir == down
                 ? yPos + ySpeed:
                 yPos - ySpeed;
            if (jump_r && !airborne && (playerCol[BOT_COL] || ySpeed == 0)) begin
                ySpeed <= 17;  
                yDir <= up;
                airborne <= 1;
            end
            else begin
                if (yDir == down)
                    ySpeed <= ySpeed + GRAVITY;
                else begin
                    if (ySpeed > GRAVITY)
                        ySpeed <= ySpeed - GRAVITY;
                    else begin
                        ySpeed <= 0;
                        yDir <= down;
                    end
                end
            end
            if (HOR_COL) begin
                xPos <= xDir == left
                     ? xPos - xSpeed + (32 - ((xPos - xSpeed - 144) & 31))
                     : xPos + xSpeed - ((xPos + xSpeed - 144) & 31) - 1;
                xDir <= xDir == left ? right : left;
            end
            if (VERT_COL) begin
                if (playerCol[BOT_COL]) begin
                    yPos <= yPos + ySpeed - ((yPos + ySpeed - 35) & 31) - 1;
                    ySpeed <= 0;
                    airborne <= 0;
                end
                else begin
                    yPos <= yPos - ySpeed + (32 - (((yPos - ySpeed - 35) & 31) + 1));
                    ySpeed <= 0;
                    yDir <= down;
                end
            end
            if (playerKill)
                playerDead <= 1;
        end
    end
    assign playerState = {xPos, yPos, xSpeed, ySpeed, xDir, yDir};
endmodule
==> /design/flow/run.sh <==
#!/bin/bash
# OpenROAD 26Q1-2900-gdf79404cd8, Yosys 0.63+post, stock flow scripts
make -C /OpenROAD-flow-scripts/flow DESIGN_CONFIG=/design/flow/config.mk WORK_HOME=/design/flow/orfs finish
==> /design/flow/config.mk <==
export PLATFORM = sky130hd
export DESIGN_NAME = player
export DESIGN_NICKNAME = player
export VERILOG_FILES = /design/flow/design.v
export SDC_FILE = /design/flow/constraint.sdc
export NUM_CORES = 4
export LEC_CHECK = 1
export CORE_UTILIZATION = 30
==> /design/flow/constraint.sdc <==
current_design player

set clk_period 4.0
set clk_io_pct 0.2

create_clock -name clk0 -period $clk_period [get_ports {sim_clk}]

set non_clock_inputs [all_inputs -no_clocks]
set_input_delay [expr $clk_period * $clk_io_pct] -clock clk0 $non_clock_inputs
set_output_delay [expr $clk_period * $clk_io_pct] -clock clk0 [all_outputs]
==> design notes <==
The post-route netlist has 8.03% of its cells at a drive strength greater than 1. TritonCTS built the clock tree. The post-synthesis to final-layout area growth is 21.7%, and the instance count after placement with tap cells included is 799.

The chip occupies 15300 um2. For reference, the critical path is launched at xSpeed[0]$_DFFE_PP_. The critical path endpoint has a required time of 4.21 ns. The critical setup path kind is reg -> reg. The flow ran to the end, and the final reports show no timing, DRC or antenna violations. Final standard cell utilization of the core: 37.3%. Residual overflow from global routing: 0. For the worst min-delay path, the startpoint reported by OpenROAD is playerDead$_SDFFE_PP0P_. Entering global routing, the biggest net connects 48 pins.

Buffers placed on the I/O ports in this run total 72. The run gives 4.00 ns as the worst path arrival time. The script logs the mean routed wire length per placed instance as 15.1 um.

The final cycle utilization of the critical path came out at 94.8%. The final layout report lists a filler cell count of 1451. Power spread over the standard cell area amounts to 887 nW/um2. The logs give 3904 for the number of global-route vias before repair and 0 for the post-cts hold-fix buffer tally. The synthesis report lists the most area-consuming cells as dfxtp_1 (12%), ha_1 (10%), edfxtp_1 (4.7%).

In the final report, the number of endpoints failing setup comes to 0. Counting flops with an async set or reset pin after synthesis yields a share of 0%. The startpoint of the lowest-slack register-to-register path was xSpeed[0]$_DFFE_PP_. Per the OpenROAD floorplan log, the width of the die is 124 um. The proportion of netlist area held by the largest area contributor works out to 12.2%. Overall routing resource usage recorded by global route was 16.9%. For this run, the script counts the antenna cells in the layout as 0.

For the overall routed net length, the log shows 12.2 mm. The cell area after technology mapping was 4430 um2. For the source-to-sink clock delay at the later pin of the worst-skew pair, the log shows 0.29 ns.

For reference, the final report shows the max-slew violation count at 0. The core region is 14500 um2. The run gives 566 for the number of standard cells after synthesis. The synthesis stat section lists a flop and latch total of 34. The number of failing hold endpoints at the final stage came out at 0. The run gives 0.06 ns for the clock slew at the register clock pins of the worst setup and hold paths. The tools report the clock root buffer master as clkbuf_16. The tools report the minimum hold slack as 0.473 ns. Biggest fanout along the worst timing path: 7.

Number of DRC violations after detailed-routing iteration 0: 285. Cell type with the largest total area after synthesis: dfxtp_1. In the final layout, the multi-input gates occupy 3320 um2. The first global-routing pass estimated 19.9 mm of wire.

The worst-margin pin slew came out at 0.813 ns. After routing, the total negative slack on setup checks comes to 0 ns. The worst VDD IR drop from the latest analysis is 0.000336 V. Counting distinct cell types in the post-synthesis netlist gives 86.

In this run the post-CTS setup repair buffer count came out at 0. The commonest register cell is dfxtp_1. The remaining antenna violation count was 0.

The tools report the fmax as 264 MHz. According to the Yosys statistics, the synthesized design has a chip area of 4430 um2. With the number of rows created at floorplan at 44, the last weighted congestion value of the routability-driven placer is 0.924.

The tools report the fraction of the core area occupied by cells at floorplan as 30.6%. The number of clock buffers added by TritonCTS is 5. Path class of the lowest-slack min-delay path: reg -> reg.

CTS reports a maximum clock tree buffer depth of 2. The final timing report derives a shortest allowable period of 3.79 ns. The routed layout reports a DRC error count of 0.

The leakage component of the power is 2.18 nW. Yosys stat counts 566 cells in the synthesized netlist. Max capacitance violation total: 0. Registers take 753 um2. The logs give 16.9% for the sequential cell area fraction in the yosys report and 807 for the post-layout instance count excluding filler cells. The clock H-tree reported by CTS has 2 levels.

Yosys mapped a number of flops with a built-in enable equal to 7. The initial antenna violation count came out at 0. For the via count of the routed design, the log shows 4203. STA classifies the critical path startpoint as a flip-flop. Setup repair after global routing left no endpoint under its margin.

Warnings raised by the tools during the run amount to 39. Kind of end point of the critical path: a flip-flop. The clock tree has to reach 34 sinks. The number of top-level pins was 73; the die span in y was 124 um. The via count normalized by instance count was 5.21. The final timing report lists clock skew as 0.00447 ns. Note, the detailed placer reported a final HPWL of 9.57 mm. Across all checked pins, the minimum headroom to the slew limit is 45.7%. For reference, the post-synthesis area per instance comes to 7.83 um2.

The synthesis warning total was 1. For the count of TritonRoute iterations in the first routing pass, the log shows 5. Counting instances in the post-synthesis netlist gives the leading cell types as nand2_1 (50), nor2_1 (50), inv_1 (40), ha_1 (36), o21ai_0 (34).
==> routing by layer <==
layer	track usage, %	share of wire, %	up-vias
li1	-	-	2152
met1	26.5	50	1917
met2	25.1	42	129
met3	3.30	6.5	5
met4	1.28	0.68	0
met5	0	0	-
==> final timing paths <==
check	end	slack (ns)	depth (start not counted)
setup / recovery	xPos[8]$_DFF_P_	0.21	13
hold / removal	playerDead$_SDFFE_PP0P_	0.47	2
setup reg to reg	xPos[8]$_DFF_P_	0.21	13
hold reg to reg	playerDead$_SDFFE_PP0P_	0.47	2
==> timing repair <==
| item | 4_1_cts | 5_1_grt |
|---|---|---|
| hold endpoints to repair | 0 | 0 |
| resized | 0 | 4 |
| endpoints found under the setup margin | 0 | 4 |
==> logic make-up after synthesis <==
family                   Yosys count  synth area share [%]
AND-OR/OR-AND                    160                  25.4
AND/OR/NAND/NOR                  192                  21.3
XOR/XNOR                          54                  12.9
flip-flops                        34                  16.9
buffers and inverters             72                  8.21
adder cells (fa/ha/maj)           40                  12.0
multiplexers                      14                  3.25
==> per-stage QoR <==
stage	setup WS, ns	area, um2	power, mW
floorplan	0.362	4430	3.53
global placement	0.307	5220	4.27
detailed placement	0.215	5220	4.30
CTS	0.171	5390	4.78
global route	0.00609	5400	5.27
finish	0.209	5400	4.79
==> report_power, final <==
part / leakage (nW) / switching (mW) / total (mW) / internal [mW]
combinational: 1.80 / 2.00 / 3.73 / 1.74
clock: 0.0832 / 0.161 / 0.443 / 0.282
sequential: 0.297 / 0.164 / 0.611 / 0.447
total: 2.18 / 2.32 / 4.79 / 2.47
==> registers in the layout (all words and copies together) (netlist names) <==
register    count
ySpeed          5
yPos           10
xPos           10
playerDead      1
xSpeed          5
yDir            1
airborne        1
xDir            1
==> cells in the final DEF (no fill, tap or decap), types with 5 or more instances in the layout <==
master,n
o221ai_1,5
dfxtp_1,25
clkbuf_16,5
clkdlybuf4s50_1,71
a211oi_1,12
nor2_1,50
o22ai_1,6
nand2_1,50
xor2_1,22
mux2i_1,11
nand2b_1,7
edfxtp_1,7
nor4_1,9
a31oi_1,7
ha_1,35
xnor2_1,22
a21oi_1,28
o2111ai_1,6
inv_1,40
a21o_1,5
o31ai_1,6
and2_1,5
o21ai_0,34
nor3_1,14
nand3_1,16
buf_4,6
nor2b_1,9
==> critical path, cell delays in order (launching register included) <==
cell	delay (ns)
edfxtp_1	0.42
ha_1	0.26
fa_1	0.44
and2b_4	0.28
o22ai_2	0.09
xnor2_2	0.16
inv_1	0.11
ha_1	0.39
xnor3_1	0.37
a211oi_2	0.26
nor3_1	0.07
o41a_1	0.37
or3_1	0.31
a31oi_1	0.17
==> cell type report <==
class                   count  area share [%]
clock buffers               8            3.08
inverters                  43            2.99
repair buffers             78            14.1
flip-flops and latches     34            14.0
multi-input cells         460            61.6
well taps                 184            4.27
Power figures rest on the tool's default switching activity, not on a simulated workload.
