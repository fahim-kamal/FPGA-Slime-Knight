File: flow/design.v
`timescale 1ns / 1ps
module lizard(
        input sim_clk,
        input reset,
        input [1:0] lizardCol,        
        input lizardKillCol,
        input [31:0] initLizardState,
        output [31:0] lizardState     
    );
    reg [9:0] xPos, yPos;             
    reg [4:0] xSpeed;                 
    reg xDir;                         
    localparam left = 1'b0,           
               right = 1'b1;          
    initial
    begin
        xPos = 10'd200;               
        yPos = 10'd150;               
        xSpeed = 5'd3;                
        xDir = right;                 
    end
    wire HOR_COL;                     
    assign HOR_COL = lizardCol[0] || lizardCol[1];   
    always @(posedge sim_clk) begin
        if (reset) begin
            xPos <= initLizardState[31:22];
            yPos <= initLizardState[21:12];
            xSpeed <= initLizardState[11:7];
            xDir <= initLizardState[1];
        end
        else begin
            xPos <= xDir == left
                 ? xPos - xSpeed
                 : xPos + xSpeed;
            if (HOR_COL) begin
                xPos <= xDir == left
                     ? xPos - xSpeed + (32 - ((xPos - xSpeed) & 31))
                     : xPos + xSpeed - ((xPos + xSpeed) & 31) - 1;
                xDir <= ~xDir;   
            end
            if (lizardKillCol) begin
                xPos <= 0;
                yPos <= 0;
                xSpeed <= 0;
            end
        end
    end
    assign lizardState = {xPos, yPos, xSpeed, 5'b0, xDir, 1'b0};
endmodule
File: flow/run.sh
#!/bin/bash
# OpenROAD 26Q1-2900-gdf79404cd8, Yosys 0.63+post, stock flow scripts
make -C /OpenROAD-flow-scripts/flow DESIGN_CONFIG=/design/flow/config.mk WORK_HOME=/design/flow/orfs finish
File: flow/config.mk
export PLATFORM = sky130hd
export DESIGN_NAME = lizard
export DESIGN_NICKNAME = lizard
export VERILOG_FILES = /design/flow/design.v
export SDC_FILE = /design/flow/constraint.sdc
export NUM_CORES = 4
export LEC_CHECK = 1
export CORE_UTILIZATION = 40
File: flow/constraint.sdc
current_design lizard

set clk_period 3.3
set clk_io_pct 0.2

create_clock -name clk0 -period $clk_period [get_ports {sim_clk}]

set non_clock_inputs [all_inputs -no_clocks]
set_input_delay [expr $clk_period * $clk_io_pct] -clock clk0 $non_clock_inputs
set_output_delay [expr $clk_period * $clk_io_pct] -clock clk0 [all_outputs]
==> run notes <==
- xSpeed[0] — worst setup path startpoint
- 80.2 um — chip width
- finished, final reports clean — outcome
- 0 — setup violators final
- 40 — OpenROAD warning count
- 26 — post-synthesis register bit count
- 9970 um — global-route wire length before repair
- 45.0% — Layout Area Growth over Synthesis
- 0 — DRC viols
- 69 — DRC marker count from the first detailed-route iteration
- 4 — total iterations of the first detailed-routing run
- 320 MHz — maximum clock frequency
- 2,173 — number of vias in the routed layout
- 25.7% — fraction of final layout cells sized beyond drive strength 1
- 94.7% — cycle use final
- sky130_fd_sc_hd__clkdlybuf4s50_1 (56), sky130_fd_sc_hd__buf_4 (35), sky130_fd_sc_hd__nor2_1 (18) — most instantiated logic cells after routing
- flop — type of origin of the critical path
- xPos[8] — startpoint of the worst hold path
- 1 — Synthesis Warnings
- 42.3% — Rel. slew slack
- 16 — Post-synth EDFFs
- 429 — final std cells w/o fill
- sky130_fd_sc_hd__clkdlybuf4s50_1 — most common cell after layout, fill and taps aside
- 3.13 ns — Period minus WS final
- 0.710 ns — Min Hold Slack
- 0.00142 uW — leakage power of the design
- 5.07 — DR vias/cell
- 20.6% — global router's overall resource usage
- 0.174 ns — setup slack after layout
- 420 — placed cells
- 29 — pin count of the biggest net entering global routing
- 0.832 — final weighted congestion in routability-driven placement
- 0.17 ns — R2R setup slack
- 5920 um2 — core footprint
- 278 — cell count after synthesis
- 3.53 ns — required time of the worst setup path
- done — TritonCTS clock tree
- 80.2 um — vertical extent of the die
- 14.0 um — routed wirelength normalized by instance count
- 0.367 mV — highest ir drop seen on vdd
- 2,024 — vias in the first global route
- 667 nW/um2 — areal power density over the cells
- 1 — number of levels the H-tree was split into
- 14 — depth of the most critical reg-to-reg path
- 4580 um — DP HPWL
- 62 — Yosys cell types
- 8.81 um2 — Mean Syn Cell Area
- yes — RSZ-0062 raised after global routing
- flop to flop — Hold/Removal Path Class
- 0.865 ns — slew at the pin closest to its max-slew limit
- 2450 um2 — post-synth area from yosys stat
- 3 — TritonCTS Buffers
- 0 — maxcap violations
- 0 — grt total ovfl
- 0.11 ns — Clock Pin Slew Worst Setup and Hold Paths
- 6000 um — wire length reported by the detailed router
- 518 — filler cell count
- 0 — max-slew violations
- 0 — initial antenna violation count
- 2 — worst hold path stage count
- 6440 um2 — floorplan die area
- 0.28 ns — Worst-Skew Late Latency
- flop — Crit. End Element
- flop to flop — Worst Setup Path Type
- sky130_fd_sc_hd__edfxtp_1 — prevailing post-synth register cell
- xPos[8] — end of the worst register-to-register path
- 56 — Buffers on Ports
- 2450 um2 — Syn Std Cell Area
- 0 — diode insertion count for antenna repair
- 69 — number of placed I/O pins
- 26 — sinks on the clock net
- xSpeed[0] — reg2reg start
- 0% — Async S/R FF share, synth
- xPos[8] — hold path endpoint
- 7 — maximum net fanout on the critical path
- 2370 uW — total power consumption of the routed design
- 27.8% — sequential fraction of the synthesis area
- sky130_fd_sc_hd__clkbuf_8 — clock tree root buffer cell
- 28 — total number of placement rows
- 0 — number of nets with antenna violations after detailed routing
- 278 — number of cell instances after yosys synthesis
- 3.35 ns — signal arrival time at the worst endpoint
- 41.4% — Pre-Place Util
- -0.125 ns — setup slack at placement
- 0 — CTS Hold Bufs
- 0 — Hold Fails Final Rpt
- 2 — Clock Path Buffers
- 0.0156 ns — clock skew
[metal layers]
metal | vias to the layer above | routed length (um) | GRT usage, %
met2 | 46 | 2700 | 31.1
li1 | 1129 | - | -
met3 | 4 | 290 | 3.69
met1 | 994 | 2970 | 33.3
met4 | 0 | 39 | 0.893
met5 | - | 0 | 0
[logic make-up (layout without fill, tap and decap cells)]
logic type | Yosys count | in the layout | share of synthesized area, %
AND-OR/OR-AND | 66 | 66 | 20.9
flip-flops | 26 | 26 | 27.8
XOR/XNOR | 24 | 24 | 9.45
AND/OR/NAND/NOR | 94 | 94 | 21.2
other | 1 | 6 | 0.153
adder cells (fa/ha/maj) | 17 | 17 | 8.99
buffers and inverters | 43 | 114 | 8.43
multiplexers | 7 | 7 | 3.12
[metrics by stage]
step / TNS, ns / utilization (%) / instance area (um2)
after global placement: -0.167 / 54.6 / 3230
final: 0 / 60.0 / 3550
after floorplan: -0.00526 / - / 2490
after CTS: -0.00685 / 56.8 / 3360
after detailed placement: -0.338 / 54.6 / 3230
after global routing: -0.0642 / 60.0 / 3550
[worst max-delay path by stage]
stage | endpoint | slack (ns) | cells past startpoint
final | xPos[8] | 0.17 | 14
after global routing | xPos[8] | -0.06 | 15
after CTS | xPos[8] | -0.007 | 14
[worst max-delay path: stages, from the launching register on]
cell and delay [ns]:
sky130_fd_sc_hd__edfxtp_1 0.46, sky130_fd_sc_hd__ha_4 0.28, sky130_fd_sc_hd__and3_1 0.17, sky130_fd_sc_hd__a32o_2 0.23, sky130_fd_sc_hd__a31oi_4 0.20, sky130_fd_sc_hd__inv_2 0.08
sky130_fd_sc_hd__ha_4 0.25, sky130_fd_sc_hd__nor3b_2 0.18, sky130_fd_sc_hd__a221oi_2 0.06, sky130_fd_sc_hd__a211oi_2 0.34, sky130_fd_sc_hd__nor4_4 0.07, sky130_fd_sc_hd__buf_4 0.14
sky130_fd_sc_hd__o21a_1 0.20, sky130_fd_sc_hd__a2111oi_2 0.27, sky130_fd_sc_hd__nand3b_1 0.14
[flip-flops by register name (all words and copies together), names as in the netlist]
register	count
xPos	10
yPos	10
xSpeed	5
xDir	1
[power breakdown]
| part | total [uW] | switching (uW) | leakage (uW) | internal [uW] |
|---|---|---|---|---|
| clock | 273 | 111 | 0.0000357 | 162 |
| combinational | 1640 | 769 | 0.00113 | 871 |
| sequential | 456 | 64.7 | 0.000253 | 392 |
| total | 2370 | 944 | 0.00142 | 1430 |
[Yosys cell counts, types with 4 or more instances]
| cell type | n | area (um2) |
|---|---|---|
| sky130_fd_sc_hd__nand3b_1 | 4 | 30.0 |
| sky130_fd_sc_hd__mux2i_1 | 5 | 50.1 |
| sky130_fd_sc_hd__dfxtp_1 | 10 | 200 |
| sky130_fd_sc_hd__a21o_1 | 4 | 30.0 |
| sky130_fd_sc_hd__nor3_1 | 8 | 40.0 |
| sky130_fd_sc_hd__a211oi_1 | 4 | 30.0 |
| sky130_fd_sc_hd__nand2_1 | 14 | 52.6 |
| sky130_fd_sc_hd__ha_1 | 16 | 200 |
| sky130_fd_sc_hd__a21oi_1 | 10 | 50.1 |
| sky130_fd_sc_hd__nand3_1 | 9 | 45.0 |
| sky130_fd_sc_hd__and2_1 | 16 | 100 |
| sky130_fd_sc_hd__nor2_1 | 20 | 75.1 |
| sky130_fd_sc_hd__buf_4 | 9 | 67.6 |
| sky130_fd_sc_hd__o21ai_0 | 12 | 60.1 |
| sky130_fd_sc_hd__clkbuf_1 | 9 | 33.8 |
| sky130_fd_sc_hd__inv_1 | 19 | 71.3 |
| sky130_fd_sc_hd__xor2_1 | 7 | 61.3 |
| sky130_fd_sc_hd__xnor2_1 | 15 | 131 |
| sky130_fd_sc_hd__edfxtp_1 | 16 | 480 |
[timing repair]
item	in CTS	in global routing
gates resized	7	32
setup buffers	2	3
pin swaps	5	10
endpoints found under the setup margin	4	6
[layout make-up]
| class | instances | area, um2 | share of cell area [%] |
|---|---|---|---|
| Tap cell | 75 | 93.8 | 2.64 |
| Inverter | 19 | 71.3 | 2.01 |
| Sequential cell | 26 | 681 | 19.2 |
| Timing Repair Buffer | 91 | 823 | 23.2 |
| Clock inverter | 1 | 30.0 | 0.846 |
| Clock buffer | 3 | 41.3 | 1.16 |
| Multi-Input combinational cell | 214 | 1810 | 51.0 |
Power is estimated from default activity; no workload was simulated.
